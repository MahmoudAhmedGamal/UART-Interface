**design/flow/design.v**
```verilog
module Baud_Generator #(
    parameter CLK_FREQ = 50_000_000,   
    parameter BAUD_RATE = 9600
)(
    input wire clk,
    input wire reset,     
    output wire TX_TICK,  
    output wire RX_TICK     
);
localparam TX_DIVISOR = CLK_FREQ / BAUD_RATE;
localparam RX_DIVISOR = TX_DIVISOR / 16;
reg [15:0] TX_COUNTER;
reg [15:0] RX_COUNTER;
reg TX_TICK_reg;
reg RX_TICK_reg;
always @(posedge clk or posedge reset) begin
    if (reset) begin
        TX_COUNTER <= 0;
        RX_COUNTER <= 0;
        TX_TICK_reg <= 0;
        RX_TICK_reg <= 0;
    end else begin
        if (TX_COUNTER == TX_DIVISOR - 1) begin
            TX_COUNTER <= 0;
            TX_TICK_reg <=  1 ;
        end else begin
            TX_COUNTER <= TX_COUNTER + 1;
            TX_TICK_reg <= 0;
        end
        if (RX_COUNTER == RX_DIVISOR - 1) begin
            RX_COUNTER <= 0;
            RX_TICK_reg <= 1;
        end else begin
            RX_COUNTER <= RX_COUNTER + 1;
            RX_TICK_reg <= 0;
        end
    end
end
assign TX_TICK = TX_TICK_reg;
assign RX_TICK = RX_TICK_reg;
endmodule
module Receiver_ASH(
    input clk,
    input reset,
    input RXD,
    output wire [7:0]RX_Data,
    output wire Valid_rx,
    output wire Parity_error,
    output wire Stop_error
);
    reg [3:0] sample_counter ,sample_counter_next;   
    reg [2:0] bit_index      ,bit_index_next;  
    reg [1:0] state          ,state_next;
    reg [7:0] data_reg       ,data_reg_next;  
    reg [7:0] data_shifted   ,data_shifted_next;  
    reg       Stop_bit      ,Stop_bit_next;  
    reg       parity_bit     ,parity_bit_next;  
    reg       Valid_rx_reg  ,Valid_rx_reg_next;  
    reg       Parity_error_reg,Parity_error_reg_next;  
    reg       Stop_error_reg ,Stop_error_reg_next;  
    localparam IDLE   = 2'b00,
               DATA   = 2'b01,
               PARITY = 2'b10,
               STOP   = 2'b11;
    function automatic [3:0] sample_counter_calc;
        input [3:0] current_value;
        if (current_value == 15)
            sample_counter_calc = 0;
        else
            sample_counter_calc = current_value + 1;
    endfunction
    always @(posedge clk or posedge reset) begin
        if (reset) begin
            state <= IDLE;
            bit_index <= 0;
            data_reg <= 0;
            data_shifted <= 0;
            sample_counter <= 0;
            parity_bit <= 0;
            Stop_bit <= 0;
            Valid_rx_reg <= 0;
            Parity_error_reg <= 0;
            Stop_error_reg <= 0;
        end
        else begin
            state <= state_next;
            bit_index <= bit_index_next;
            data_reg <= data_reg_next;
            data_shifted <= data_shifted_next;
            sample_counter <= sample_counter_next;
            parity_bit <= parity_bit_next;
            Stop_bit <= Stop_bit_next;
            Valid_rx_reg <= Valid_rx_reg_next;
            Parity_error_reg <= Parity_error_reg_next;
            Stop_error_reg <= Stop_error_reg_next;
        end
    end
    always @(*)begin
        state_next = state;
        bit_index_next = bit_index;
        data_reg_next = data_reg;
        data_shifted_next = data_shifted;
        sample_counter_next = sample_counter;
        parity_bit_next = parity_bit;
        Stop_bit_next = Stop_bit;
        Valid_rx_reg_next = Valid_rx_reg;
        Parity_error_reg_next = Parity_error_reg;
        Stop_error_reg_next = Stop_error_reg;
        case (state)
            IDLE: begin 
                    if (RXD == 0)begin   
                        sample_counter_next = sample_counter_calc(sample_counter);
                        if (sample_counter == 15)begin
                            state_next = DATA;  
                            Valid_rx_reg_next = 0;
                            Parity_error_reg_next = 0;
                            Stop_error_reg_next = 0;                        
                        end    
                    end   
                    else begin
                        sample_counter_next = 0;
                    end             
            end            
            DATA: begin
                    sample_counter_next = sample_counter_calc(sample_counter);
                    if(sample_counter == 7) begin
                        data_shifted_next = {RXD, data_shifted[7:1]};  
                    end
                    if (sample_counter == 15) begin   
                        if(bit_index == 7)begin
                            data_reg_next = data_shifted;  
                            data_shifted_next = 0;  
                            bit_index_next = 0;
                            state_next = PARITY;  
                        end
                        else begin
                            bit_index_next = bit_index + 1;  
                        end
                    end
            end
            PARITY: begin
                    sample_counter_next = sample_counter_calc(sample_counter);
                    if(sample_counter == 7)begin
                        parity_bit_next = RXD;  
                    end
                    if (sample_counter == 15)begin   
                        if(parity_bit == (^data_reg))begin
                            state_next = STOP;  
                        end
                        else begin
                            state_next = IDLE;  
                            Parity_error_reg_next = 1;  
                        end
                    end
            end
            STOP: begin
                    sample_counter_next = sample_counter_calc(sample_counter);
                    if(sample_counter == 7)begin
                        Stop_bit_next = RXD;  
                    end
                    if (sample_counter == 15)begin   
                        state_next = IDLE;  
                        Valid_rx_reg_next = (Stop_bit) ? 1 : 0;  
                        Stop_error_reg_next = (Stop_bit) ? 0 : 1 ;  
                    end
            end
        endcase
    end
    assign Parity_error = Parity_error_reg;
    assign RX_Data = data_reg;
    assign Stop_error = Stop_error_reg;
    assign Valid_rx = Valid_rx_reg;
endmodule
module Top_Module #(
    parameter CLK_FREQ = 50_000_000, 
    parameter BAUD_RATE = 9600
)(
    input clk,
    input reset,
    input wire transmit,
    input wire [7:0] TX_Data,
    output wire busy,
    output wire [7:0] RX_Data,
    output wire Valid_rx,
    output wire Parity_error,
    output wire Stop_error
);
    wire TX_TICK ;
    wire RX_TICK ;
    wire TXD; 
    Baud_Generator #(.CLK_FREQ(CLK_FREQ),.BAUD_RATE(BAUD_RATE)) bd (
        .clk(clk),
        .reset(reset),
        .TX_TICK(TX_TICK),
        .RX_TICK(RX_TICK)
    );
    Transmitter_ASH tx(
        .clk(TX_TICK),
        .reset(reset),
        .TX_Data(TX_Data),
        .transmit(transmit),
        .busy(busy),
        .TXD(TXD)
    );
    Receiver_ASH rx(
        .clk(RX_TICK),
        .reset(reset),
        .RXD(TXD),
        .RX_Data(RX_Data),
        .Valid_rx(Valid_rx),
        .Parity_error(Parity_error),
        .Stop_error(Stop_error)
);
endmodule
module Transmitter_ASH(
    input wire clk,
    input wire reset,
    input wire [7:0] TX_Data,
    input wire transmit,
    output wire  busy,
    output wire  TXD
);
    reg [2:0] bit_index  ,bit_index_next;
    reg [2:0] state      ,next_state;
    reg [7:0] data_reg   ,data_reg_next; 
    reg       parity_bit ,parity_bit_next;
    localparam IDLE = 3'b000,
               START = 3'b001,
               DATA = 3'b010,
               PARITY = 3'b011,
               STOP = 3'b100;
    always @(posedge clk or posedge reset) begin
        if (reset) begin
            state <= IDLE;
            parity_bit <= 0;
            data_reg <= 0;
            bit_index <= 0;
        end
        else begin
            state <= next_state;
            data_reg <= data_reg_next;
            bit_index <= bit_index_next;
            parity_bit <= parity_bit_next;
        end
    end
    always @(*) begin 
            next_state = state;
            data_reg_next = data_reg;
            bit_index_next = bit_index;
            parity_bit_next = parity_bit;
            case (state)
                IDLE: begin
                    if (transmit) begin
                        next_state = START; 
                        data_reg_next = TX_Data;
                        parity_bit_next = ^TX_Data;  
                        bit_index_next = 0;          
                    end  
                end
                START: begin
                    next_state = DATA;
                end
                DATA: begin
                    if (bit_index == 7) begin
                        next_state = PARITY;
                    end else begin
                        bit_index_next = bit_index + 1;
                    end
                end
                PARITY: begin
                    next_state = STOP;
                end
                STOP: begin
                    next_state = IDLE; 
                end
                default: next_state = IDLE;
            endcase
    end
    assign TXD = (state == IDLE )? 1: (state == START)? 0: (state == DATA)? data_reg[bit_index] : (state == PARITY) ? parity_bit : 1;
    assign busy = (state == IDLE)? 0 : 1;
endmodule
```
**design/flow/run.sh**
```bash
#!/bin/bash
# OpenROAD 26Q1-2900-gdf79404cd8, Yosys 0.63+post, stock flow scripts
make -C /OpenROAD-flow-scripts/flow DESIGN_CONFIG=/design/flow/config.mk WORK_HOME=/design/flow/orfs finish
```
**design/flow/config.mk**
```make
export PLATFORM = sky130hd
export DESIGN_NAME = Top_Module
export DESIGN_NICKNAME = Top_Module
export VERILOG_FILES = /design/flow/design.v
export SDC_FILE = /design/flow/constraint.sdc
export NUM_CORES = 4
export LEC_CHECK = 1
export CORE_UTILIZATION = 50
```
**design/flow/constraint.sdc**
```tcl
current_design Top_Module

set clk_period 3.9
set clk_io_pct 0.2

create_clock -name clk0 -period $clk_period [get_ports {clk}]

set non_clock_inputs [all_inputs -no_clocks]
set_input_delay [expr $clk_period * $clk_io_pct] -clock clk0 $non_clock_inputs
set_output_delay [expr $clk_period * $clk_io_pct] -clock clk0 [all_outputs]
```
==> impl_metrics.json <==
{
  "status": "complete, no violations",
  "drc": 0,
  "synthCells": 343,
  "dp_worst_setup_slack_ps": 1870,
  "r2r_cells": 4,
  "min_path_cells": 1,
  "ys_types": 48,
  "synth_top_cell_by_count": "dfrtp_1",
  "start_kind": "flip-flop",
  "place_area_um2": 4210,
  "dieHeight_um": 90.2,
  "place_congestion": 0.798,
  "slew_viol_final": 0,
  "dpl.hpwl_mm": 4.52,
  "yosysCellCount": 343,
  "drt_iter0_drc": 57,
  "grt_overflow_total": 0,
  "ys_top_cells_by_area": "dfrtp_1 (52%), xnor2_1 (6.3%), mux2_2 (6.1%)",
  "finalPower_w": 0.000656,
  "fillers": 624,
  "cts_hold_buf": 0,
  "clockBufferDepth": 2,
  "path_max_fanout": 8,
  "grt_pass1_wl_mm": 11.3,
  "portBuffers": 22,
  "route.detailed.vias_per_inst": 5.24,
  "ys_seq_frac": 0.535,
  "top_cells_by_count": "dfrtp_1 (81), nor2_1 (33), xnor2_1 (28)",
  "criticalPathCategory": "flip-flop to flip-flop",
  "clock_latency_ps": 280,
  "hold_viol_final": 0,
  "stdcell_area_um2": 4300,
  "grt_use_total": 0.174,
  "slew_headroom": 0.569,
  "synth-edff-count": 0,
  "period_used_share": 0.458,
  "cts_resized": 0,
  "initCoreUtil": 0.528,
  "fin_cells": 467,
  "worstMarginPinSlew_ps": 646,
  "top_area_cell": "dfrtp_1",
  "htree_levels": 2,
  "synthArstFlopShare": 1.00,
  "finalWirelength_mm": 6.16,
  "dp.cells": 459,
  "post_drt_wl_per_cell_um": 13.2,
  "cts_setup_buffers": 0,
  "io_pins": 23,
  "period_needed_ps": 1790,
  "grt_max_degree": 41,
  "p_leak_nw": 1.95,
  "clk_pin_slew_ps": 60,
  "top_regs": "bd.RX_COUNTER: 16 flops, bd.TX_COUNTER: 16 flops",
  "yosys_warnings": 3,
  "top_area_frac": 0.521,
  "cap_violations": 0,
  "ant_nets": 0,
  "dieWidth_um": 90.2,
  "unclocked_pins": 49,
  "antenna_found_initial": 0,
  "dr.pass1.iters": 4,
  "unconstrained_endpoints": 61,
  "num_rows": 31,
  "first_global_vias": 2447,
  "n_antenna_cell": 0,
  "syn_area_um2": 3890,
  "areaGrowthSynthToFinish_pct": 10.7,
  "rsz0062_at_grt": "false",
  "clock_skew_ps": 6.46,
  "clock-root-buffer": "clkbuf_8",
  "ys_ff": 83,
  "powerDensity_nw_per_um2": 152,
  "fmax_mhz": 560,
  "setup_viol": 0,
  "cts_made_buffers": 5,
  "drive_above_1_share": 0.114,
  "yosys_area_um2": 3890,
  "avgSynthCellArea_um2": 11.3,
  "cts_tree": "built",
  "layout_setup_ws_ps": 2110,
  "openroad.warnings": 26,
  "worst_ep_arrival_time_ps": 1940,
  "core-area_um2": 7370,
  "hp-class": "flip-flop to flip-flop",
  "cp-end-kind": "flip-flop",
  "die_area_um2": 8130,
  "max-vdd-ir-drop_v": 0.000321,
  "worstPathRequired_ps": 4060,
  "setup_tns_ps": 0,
  "vias": 2447,
  "dominantRegCellSynth": "dfrtp_1"
}
==> layout make-up <==
| cell class | count | area (µm²) | area share |
|---|---|---|---|
| inverters | 13 | 50.0 | 0.0116 |
| clock buffers | 7 | 86.3 | 0.0201 |
| clock inverters | 1 | 5.00 | 0.00116 |
| multi-input cells | 239 | 1710 | 0.398 |
| repair buffers | 25 | 243 | 0.0564 |
| well taps | 99 | 124 | 0.0288 |
| flip-flops and latches | 83 | 2080 | 0.483 |
==> power breakdown <==
| part | leakage, nW | internal, W | total (W) | switching, W |
|---|---|---|---|---|
| Clock | 0.0482 | 0.000142 | 0.000260 | 0.000118 |
| Combinational | 0.801 | 0.0000186 | 0.0000433 | 0.0000247 |
| Sequential | 1.10 | 0.000352 | 0.000352 | 0 |
| Total | 1.95 | 0.000513 | 0.000656 | 0.000142 |
==> cells in the final DEF (no fill, tap or decap), types with 5 or more instances in the layout <==
cell type         n
xnor2_1          28
o21ai_0           8
dfrtp_1          81
nor2b_1           5
mux2i_1          11
a21oi_1          10
nand3_1          19
mux2_2           21
clkdlybuf4s50_1  22
nand4_1           5
nor3_1            7
xor2_1           13
nand2_1          23
inv_1            12
ha_1              8
nor2_1           33
clkbuf_8          6
==> layer usage <==
metal,track usage,wire [µm]
met3,0.0180,91
met4,0.0188,50
met2,0.258,2900
met1,0.307,3120
met5,0,0
==> final timing paths <==
kind | from | endpoint | slack [ps]
max in group asynchronous | reset | bd.RX_TICK_reg | 2260
worst max register to register | bd.TX_COUNTER[11] | bd.TX_COUNTER[3] | 2110
worst min-delay path | bd.RX_COUNTER[15] | bd.RX_COUNTER[15] | 470
worst max-delay path | bd.TX_COUNTER[11] | bd.TX_COUNTER[3] | 2110
min in group asynchronous | reset | bd.RX_COUNTER[3] | 890
worst min register to register | bd.RX_COUNTER[15] | bd.RX_COUNTER[15] | 470
==> cells by family (layout without fill, tap and decap cells) <==
group | Yosys count | in the layout | share of synthesized area
DFF | 83 | 83 | 0.535
AOI/OAI and AO/OA | 39 | 39 | 0.0686
xor gates and xnor gates | 42 | 42 | 0.0982
buffers and inverters | 21 | 46 | 0.0241
adders and majority gates | 8 | 8 | 0.0257
and+or+nand+nor | 117 | 117 | 0.155
muxes | 33 | 33 | 0.0930
==> worst max-delay path, cell delays in order, from the launching register on <==
cell     delay (ps)
dfrtp_1         430
or4b_1          530
nor4_1          200
and4_1          410
nor2_1           90
==> per-stage QoR <==
stage | hold slack [ps] | utilization
after floorplan | 437 | -
after global placement | 461 | 0.571
after detailed placement | 454 | 0.571
after CTS | 480 | 0.584
after global routing | 500 | 0.584
final | 474 | 0.584
No activity file was given, so power comes from the tool's default toggle rates.
